[./constraint.sdc]
current_design UART

set clk_period 1.6
set clk_io_pct 0.2

create_clock -name clk0 -period $clk_period [get_ports {clk}]

set non_clock_inputs [all_inputs -no_clocks]
set_input_delay [expr $clk_period * $clk_io_pct] -clock clk0 $non_clock_inputs
set_output_delay [expr $clk_period * $clk_io_pct] -clock clk0 [all_outputs]
[./config.mk]
export PLATFORM = sky130hd
export DESIGN_NAME = UART
export DESIGN_NICKNAME = UART
export VERILOG_FILES = /design/flow/design.v
export SDC_FILE = /design/flow/constraint.sdc
export NUM_CORES = 4
export LEC_CHECK = 1
export CORE_AREA = 10 10 83 83
export DIE_AREA = 0 0 93 93
[./run.sh]
#!/bin/bash
# OpenROAD 26Q1-2900-gdf79404cd8, Yosys 0.63+post, stock flow scripts
make -C /OpenROAD-flow-scripts/flow DESIGN_CONFIG=/design/flow/config.mk WORK_HOME=/design/flow/orfs finish
[./design.v]
module dma_controller(clk,rstn,start,start_address,transfer_size,done,uart_re,uart_data,mem_we,mem_wr_addr,mem_wr_data);
input clk,rstn,start;
input [3:0]start_address;
input [4:0]transfer_size;
input [7:0]uart_data;
output reg done,uart_re,mem_we;
output reg [3:0]mem_wr_addr;
output reg [7:0]mem_wr_data;
reg [1:0]state,next_state;
reg [4:0]bytes_left;
reg [3:0]addr_ptr;
localparam IDLE=2'b00,READ_UART=2'b01,WRITE_MEM=2'b10;
always@(posedge clk or negedge rstn)begin
 if(!rstn)state<=IDLE;else state<=next_state;
end
always@(posedge clk or negedge rstn)begin
 if(!rstn)begin
  uart_re<=0;
  mem_we<=0;
  done<=0;
  bytes_left<=0;
  addr_ptr<=0;
  mem_wr_addr<=0;
  mem_wr_data<=0;
  next_state<=IDLE;
 end else begin
  uart_re<=0;
  mem_we<=0;
  done<=0;
  case(state)
   IDLE:begin
    if(start)begin 
      bytes_left<=transfer_size;
      addr_ptr<=start_address;
      next_state<=READ_UART;
    end 
     else next_state<=IDLE;
   end
   READ_UART:begin
    uart_re<=1;
    next_state<=WRITE_MEM;
   end
   WRITE_MEM:begin
    mem_we<=1;
    mem_wr_addr<=addr_ptr;
    mem_wr_data<=uart_data;
    addr_ptr<=addr_ptr+1;
    bytes_left<=bytes_left-1;
    if(bytes_left==1)begin 
     done<=1;
     next_state<=IDLE;
    end 
     else next_state<=READ_UART;
   end
   default:next_state<=IDLE;
  endcase
 end
end
endmodule
module memory(clk, rstn, write_address, data_in, we, read_address, data_out, re);
  input clk, rstn, we, re;
  input [7:0] data_in;
  input [3:0]  write_address, read_address;
  output reg [7:0] data_out;
  reg [7:0] memor [15:0];
  always @(posedge clk or negedge rstn)begin
    if(~rstn) begin
      data_out <= 8'b0;
    end
    else begin 
      if(we) memor[write_address] <= data_in; 
    if(re) data_out <= memor[read_address]; 
    	end
	end
endmodule
module UART(clk, rstn, re, Data_out);
  input clk, rstn, re;
  output reg [7:0] Data_out;
  reg [7:0] buffer [15:0];      
  reg [3:0] index;           
  reg re_delay;
  always @(posedge clk or negedge rstn) begin
    if(!rstn)begin
      index <= 0;
      Data_out <= 0;
      re_delay <= 0;
      buffer[0] <= 8'hA1; 
      buffer[1] <= 8'hB2; 
      buffer[2] <= 8'hC3; 
      buffer[3] <= 8'hD4;
      buffer[4] <= 8'hE5; 
      buffer[5] <= 8'hF6; 
      buffer[6] <= 8'h07; 
      buffer[7] <= 8'h18;
      buffer[8] <= 8'h29; 
      buffer[9] <= 8'h3A; 
      buffer[10] <= 8'h4B; 
      buffer[11] <= 8'h5C;
      buffer[12] <= 8'h6D; 
      buffer[13] <= 8'h7E; 
      buffer[14] <= 8'h8F; 
      buffer[15] <= 8'h90;
    end 
    else begin
      re_delay <= re; 
      if (re_delay) begin
        Data_out <= buffer[index];
        index <= index+1;
      end
    end
  end
endmodule
==> notes.md <==
run results: status=completed, CP arrival=about 1.6 ns, post-route ant nets=0, min Tclk post-route=around 1.5 ns, I/O pin total=11, fp_density=0.122, Worst Hold Slack=approximately 0.38 ns, peak supply drop=a little over 700 uV, Reg clk slew, reported paths=around 0.05 ns, dominant kind of combinational cell=AND-OR/OR-AND gates, yosys cell count=between 60 and 70, Area Growth Syn to Fin=35.3%, post-DR vias/cell=roughly 3.1, drt pass-1 iters=2, I/O Buffers=10, via count=~450, die area=just under 0.009 mm2, TritonCTS clock tree=built, Cell Area, Synth=around 630 um2, root buf cell=clkbuf_8, Synth Instances=approximately 62, aoi share=0.150, wire per inst=8.53 um, ANT cells=0, # Post-CTS Setup Buffers=0, Clock Latency Late Sink=between 0.2 and 0.25 ns, Top cell area share=0.519, CP Data Required Time=~1.7 ns, Finished Layout Cells=approximately 140, TritonCTS Buffers=3, layout cells sized above 1=0.0811, Die H=approximately 93 um, final setup TNS=0 ns, Std-Cell Rows=26, Die Wd=between 90 and 100 um, sequential cell area fraction in the yosys report=0.519, pin count of the biggest net entering global routing=17, Pleak=0.000335 uW, xor/xnor cell area share of the yosys netlist=0.0559, commonest cells in the netlist=13 x dfrtp_1, 9 x nor2_1, 4 x a21oi_1, 4 x ha_1, 4 x nand2_1, Num Clock Sinks=13, Simple Share, Synth=0.118, area of the core=0.00514 mm2, mux share=0.0180, cts repair resizes=0, Top FF cell, synth=dfrtp_1, Final WS setup=~0.15 ns, Final Hold Fails=0, Slew HR=0.680, top cell type by total area after synthesis=dfrtp_1, Tot Pwr=around 1600 uW, Worst Setup End Kind=register, RSZ-0062 raised after global routing=false, Final Cycle Share=0.907, Adder-Cell Fraction of Synth Area=0.0798, syn_area_per_cell=between 10 and 15 um2, CP Launch Type=register, #FFs+latches synth=13, Crit Path Class=reg -> reg, Worst Max-Slew Pin Slew=between 0.4 and 0.5 ns, top cells, area=dfrtp_1 52%, ha_1 8.0%, nor2_1 5.4%, tool warnings=28, initial drt markers=10, max cap viols=0, max-slew violation count=0, most frequent cell after synthesis=dfrtp_1, asr flop ratio synth=1.00, Post-CTS Hold Buffers=0, Overall Global Routing Usage=0.0309, first-pass GRT wire length=around 2200 um, number of global-route vias before repair=between 400 and 500, final WL=between 1000 and 1500 um, CTS Buffer Depth=2, number of enable flip-flop cells=0, worst min-delay path category=in -> async, DRC viols=0, Fin Clk Skew=around 0.0021 ns, fmax=~690 MHz, CP Max Fanout=5, gpl congestion=approximately 0.79, H-tree depth=1, yosys stat area=about 630 um2, Ys Warns=2, PD cells=between 1500 and 2000 mW/mm2, placed insts=140, Synth cell types=21, DP HPWL=924 um, global route overflow=0, Placement Setup Slack=between 0.15 and 0.2 ns, initial antenna violation count=0, setup violators final=0
[flip-flops by register name (all words and copies together) (netlist names)]
| register | cells |
|---|---|
| Data_out | 8 |
| re_delay | 1 |
| index | 4 |
[kinds of logic after synthesis]
family,after synthesis
buffers and inverters,7
adders and majority gates,4
AOI/OAI and AO/OA,16
and+or+nand+nor,17
xor gates and xnor gates,4
DFF,13
muxes,1
[area by class of cell]
type	count	area, um2
repair buffers	12	115
fillers	613	4290
clock buffers	4	45.0
multi-input cells	42	264
flip-flops and latches	13	325
well taps	70	87.6
inverters	3	11.3
[layer usage]
metal / vias to the layer above / routed length (um) / GRT usage
li1: 237 / - / -
met1: 198 / 657 / 0.0450
met2: 11 / 478 / 0.0421
met3: 0 / 92 / 0.0162
met4: 0 / 0 / 0
met5: - / 0 / 0
[critical path, stage by stage, from the launching register on]
cell and delay [ns]:
dfrtp_1 0.42, inv_1 0.09, ha_1 0.25, nor2_1 0.24
o21ai_1 0.08, mux2_2 0.26
[power breakdown]
group / total, uW / switching, uW / internal (uW) / leakage, uW
combinational: 687 / 296 / 391 / 0.000163
sequential: 620 / 139 / 481 / 0.000149
clock: 286 / 111 / 176 / 0.0000228
[layout by cell type (no fill, tap or decap)]
cell type        instances
dfrtp_1                 13
clkdlybuf4s50_1         10
nor2_1                   9
nand2_1                  4
a21oi_1                  4
ha_1                     4
inv_1                    3
o21ai_0                  3
clkbuf_8                 3
xnor2_1                  2
xor2_1                   2
o21ai_1                  2
o21a_1                   2
nor3_1                   2
o22ai_1                  2
buf_4                    2
mux2_2                   1
nand4_1                  1
a211oi_1                 1
o31ai_1                  1
a31oi_1                  1
nor4b_1                  1
clkbuf_1                 1
[stage by stage]
step / util / cell area [um2]
floorplan: - / 627
global placement: 0.156 / 803
detailed placement: 0.156 / 803
CTS: 0.165 / 848
global route: 0.165 / 848
finish: 0.165 / 848
[path summary, 6_finish.rpt]
check                       startpoint     endpoint  slack, ns  cells after the start
setup / recovery              index[0]  Data_out[6]       0.15                      5
hold / removal                    rstn     index[3]       0.38                      2
setup reg to reg              index[0]  Data_out[6]       0.15                      5
hold reg to reg            Data_out[6]  Data_out[6]       0.51                      1
max in group asynchronous         rstn     index[1]       1.05                      2
min in group clk0          Data_out[6]  Data_out[6]       0.51                      1
Power is estimated from default activity; no workload was simulated.
